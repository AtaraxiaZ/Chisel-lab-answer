File: flow/config.mk
export PLATFORM = sky130hd
export DESIGN_NAME = Hello
export DESIGN_NICKNAME = Hello
export VERILOG_FILES = /design/flow/design.v
export SDC_FILE = /design/flow/constraint.sdc
export NUM_CORES = 4
export LEC_CHECK = 1
export CORE_AREA = 10 10 108 108
export DIE_AREA = 0 0 118 118
File: flow/constraint.sdc
current_design Hello

set clk_period 6.1
set clk_io_pct 0.2

create_clock -name clk0 -period $clk_period [get_ports {clock}]

set non_clock_inputs [all_inputs -no_clocks]
set_input_delay [expr $clk_period * $clk_io_pct] -clock clk0 $non_clock_inputs
set_output_delay [expr $clk_period * $clk_io_pct] -clock clk0 [all_outputs]
File: flow/run.sh
#!/bin/bash
# OpenROAD 26Q1-2900-gdf79404cd8, Yosys 0.63+post, stock flow scripts
make -C /OpenROAD-flow-scripts/flow DESIGN_CONFIG=/design/flow/config.mk WORK_HOME=/design/flow/orfs finish
File: flow/design.v
module Hello(
  input   clock,
  input   reset,
  output  io_led
);
  reg [31:0] cntReg;  
  reg  blkReg;  
  wire [31:0] _cntReg_T_1 = cntReg + 32'h1;  
  assign io_led = blkReg;  
  always @(posedge clock) begin
    if (reset) begin  
      cntReg <= 32'h0;  
    end else if (cntReg == 32'h2faf07f) begin  
      cntReg <= 32'h0;  
    end else begin
      cntReg <= _cntReg_T_1;  
    end
    if (reset) begin  
      blkReg <= 1'h0;  
    end else if (cntReg == 32'h2faf07f) begin  
      blkReg <= ~blkReg;  
    end
  end
endmodule
==> run_results.csv <==
group,metric,value,unit
status,status,"finished, final reports clean",
layout,nFillCells,1026,
place,placedCellCount,320,
clocking,cts_tree,"done",
clocking,cts_setup_buffers,0,
clocking,post_cts_resized,0,
job,drv_cap,0,
sta,rsz0062_at_grt,"false",
critical_path,cp_slowest_stage_delay,0.67,ns
pwr,p_per_area,211.7,nW/um2
floorplanning,core.rowCount,35,
global_routing,grt_max_degree,22,
critical_path,path_max_fanout,5,
pwr,peakVddDrop,0.07670,mV
global_routing,grt_busiest_layer,"met2",
drt,vias,1329,
floorplanning,fp.dieArea,13920,um2
synthesis,ys_top_cells_by_count,"dfxtp_1 (33), nor2_1 (30), nand2_1 (21), xor2_1 (18), nand3_1 (17)",
place,place_congestion,0.8235,
drt,diodes,0,
synthesis,yosys_cells,191,
clocking,cts_hold_buf,0,
critical_path,cp-end-kind,"flop",
clocking,clock_path_buffers,2,
critical_path,crit_path_start_kind,"flop",
floorplanning,initCoreUtil,17.43,%
synthesis,yosys.area.top_type_share,40.84,%
global_routing,antenna_found_initial,0,
synthesis,ys.flop_type,"dfxtp_1",
sta,hold_viol,0,
hold_path,worstHoldPathType,"flop to flop",
floorplanning,io_pins,3,
drt,via_per_inst,4.064,
sta,worst-slew-pin-transition,0.7009,ns
critical_path,path_class,"flop to flop",
synthesis,topCellsByArea,"dfxtp_1 (41%), xor2_1 (9.7%), nor2_1 (7.0%), nand3_1 (5.3%), nand2_1 (4.9%)",
global_routing,grt_pass1_vias,1247,
synthesis,netlist_area,1618,um2
global_routing,grt-ovfl-total,0,
floorplanning,die_h,118,um
clocking,clkSinkCount,33,
synthesis,syn_avg_cell_area,8.470,um2
place,placed_cell_area,1793,um2
synthesis,ys_types,36,
critical_path,worstPathRequired,6.30,ns
layout,seq_area,660.6,um2
critical_path,path_delay_family,"simple AND/OR/NAND/NOR gates",
drt,ant_nets,0,
drt,drc,0,
layout,drive_above_1_share,8.081,%
clocking,root_buffer,"clkbuf_8",
synthesis,edf_count,0,
place,portBuffers,2,
floorplanning,coreArea,9284,um2
clocking,htreeDepth,2,
synthesis,top_cell,"dfxtp_1",
critical_path,critPathBufInv,0,
synthesis,ys_seq_share,40.84,%
layout,layout.cells.non_filler,327,
drt,routed_wl,3298,um
global_routing,grtUsageTotal,4.656,%
layout,area_growth,16.16,%
drt,drt_first_iter_violations,118,
global_routing,grtUsageMet2,7.203,%
critical_path,arrival,2.61,ns
sta,period_used_share,39.49,%
synthesis,top_area_cell,"dfxtp_1",
synthesis,synthArstFlopShare,0,%
global_routing,use_met3,0.9723,%
global_routing,gr-usage-met1,6.619,%
sta,tns,0,ns
layout,comb_area,932.1,um2
drt,routedWlPerCell,10.09,um
synthesis,ys_warn_count,1,
place,dp_hpwl,2322,um
sta,layout_min_cycle_time,2.409,ns
synthesis,ys_seq_elements,33,
pwr,p_leak,0.5964,nW
clocking,clk_pin_slew,0.06,ns
clocking,cts_made_buffers,5,
job,tool_warnings,25,
clocking,worstSkewPairLatency,0.27,ns
floorplanning,die_w,118,um
critical_path,worstPathCellList,"ha_1 -> nand4_2 -> nor4_2 -> nand2_1 -> or4_1 -> a21oi_1",
sta,max_freq,415.1,MHz
synthesis,yosysChipArea,1618,um2
sta,drv_slew,0,
drt,first_pass_iters,4,
global_routing,grt_pass1_wl,5727,um
layout,design_area,1879,um2
synthesis,syn_inst,191,
critical_path,cpMaxStageDelayCell,"nor4_2",
sta,setup_viol,0,
sta,slew_headroom,52.88,%
sta,finClkSkew,0.002995,ns
report_power, final:
part / internal, W / switching, W / leakage [nW] / total (W)
sequential: 0.000219 / 0.00000471 / 0.267 / 0.000224
clock: 0.0000894 / 0.0000721 / 0.0443 / 0.000162
combinational: 0.00000506 / 0.00000737 / 0.285 / 0.0000124
total: 0.000314 / 0.0000842 / 0.596 / 0.000398
layout by cell type, fill, tap and decap left out, types with 3 or more instances in the layout:
master     n
nor4_1     3
inv_1      3
nand4_1    8
a31oi_1    3
nor3_1     6
nand3_1   17
dfxtp_1   33
or4_1      4
or3_1      5
nand2_1   21
a21oi_1    4
and3_1     5
o21ai_0    3
clkbuf_8   6
nor2_1    30
xor2_1    18
xnor2_1    5
logic make-up after synthesis:
group | after synthesis | synth area share (%)
AOI/OAI and AO/OA | 15 | 6.033
and+or+nand+nor | 113 | 38.36
xor gates and xnor gates | 23 | 12.45
adders and majority gates | 1 | 0.7733
buffers and inverters | 6 | 1.547
DFF | 33 | 40.84
per-layer routing:
metal / wire (um) / vias up
li1: - / 688
met1: 1613 / 608
met2: 1500 / 31
met3: 158 / 2
met4: 25 / 0
met5: 0 / -
metrics by stage:
step	total power [W]	hold WS [ns]	util, %	setup slack, ns
floorplan	0.0002371	0.4413	-	4.148
global placement	0.0002408	0.4646	19.31	3.457
detailed placement	0.0002411	0.4726	19.31	3.420
CTS	0.0004021	0.4853	20.24	3.713
global route	0.0004130	0.5203	20.24	3.563
finish	0.0003978	0.4850	20.24	3.691
cell type report:
class | instances | share of cell area (%)
multi-input cells | 152 | 49.60
repair buffers | 3 | 1.465
clock buffers | 7 | 4.594
flip-flops and latches | 33 | 35.15
inverters | 3 | 0.5992
well taps | 129 | 8.589
final timing paths:
kind,depth (start not counted),to,slack [ns],startpoint
worst max-delay path,6,cntReg[26],3.69,cntReg[0]
worst min-delay path,1,cntReg[0],0.48,cntReg[0]
worst max register to register,6,cntReg[26],3.69,cntReg[0]
worst min register to register,1,cntReg[0],0.48,cntReg[0]
registers in the layout, indices dropped and copies added, names as in the netlist:
| name | cells |
|---|---|
| blkReg | 1 |
| cntReg | 32 |
No activity file was given, so power comes from the tool's default toggle rates.
