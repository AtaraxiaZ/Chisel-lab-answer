[run.sh]
#!/bin/bash
# OpenROAD 26Q1-2900-gdf79404cd8, Yosys 0.63+post, stock flow scripts
make -C /OpenROAD-flow-scripts/flow DESIGN_CONFIG=/design/flow/config.mk WORK_HOME=/design/flow/orfs finish
[config.mk]
export PLATFORM = sky130hd
export DESIGN_NAME = CountSevenSeg
export DESIGN_NICKNAME = CountSevenSeg
export VERILOG_FILES = /design/flow/design.v
export SDC_FILE = /design/flow/constraint.sdc
export NUM_CORES = 4
export LEC_CHECK = 1
export CORE_AREA = 10 10 107 107
export DIE_AREA = 0 0 117 117
[constraint.sdc]
current_design CountSevenSeg

set clk_period 7.6
set clk_io_pct 0.2

create_clock -name clk0 -period $clk_period [get_ports {clock}]

set non_clock_inputs [all_inputs -no_clocks]
set_input_delay [expr $clk_period * $clk_io_pct] -clock clk0 $non_clock_inputs
set_output_delay [expr $clk_period * $clk_io_pct] -clock clk0 [all_outputs]
[design.v]
module SevenSegDec(
  input  [3:0] io_in,
  output [6:0] io_out
);
  wire [6:0] _GEN_0 = 4'hf == io_in ? 7'h71 : 7'h0;  
  wire [6:0] _GEN_1 = 4'he == io_in ? 7'h79 : _GEN_0;  
  wire [6:0] _GEN_2 = 4'hd == io_in ? 7'h5e : _GEN_1;  
  wire [6:0] _GEN_3 = 4'hc == io_in ? 7'h39 : _GEN_2;  
  wire [6:0] _GEN_4 = 4'hb == io_in ? 7'h7c : _GEN_3;  
  wire [6:0] _GEN_5 = 4'ha == io_in ? 7'h77 : _GEN_4;  
  wire [6:0] _GEN_6 = 4'h9 == io_in ? 7'h6f : _GEN_5;  
  wire [6:0] _GEN_7 = 4'h8 == io_in ? 7'h7f : _GEN_6;  
  wire [6:0] _GEN_8 = 4'h7 == io_in ? 7'h7 : _GEN_7;  
  wire [6:0] _GEN_9 = 4'h6 == io_in ? 7'h7d : _GEN_8;  
  wire [6:0] _GEN_10 = 4'h5 == io_in ? 7'h6d : _GEN_9;  
  wire [6:0] _GEN_11 = 4'h4 == io_in ? 7'h66 : _GEN_10;  
  wire [6:0] _GEN_12 = 4'h3 == io_in ? 7'h4f : _GEN_11;  
  wire [6:0] _GEN_13 = 4'h2 == io_in ? 7'h5b : _GEN_12;  
  wire [6:0] _GEN_14 = 4'h1 == io_in ? 7'h6 : _GEN_13;  
  assign io_out = 4'h0 == io_in ? 7'h3f : _GEN_14;  
endmodule
module CountSevenSeg(
  input        clock,
  input        reset,
  output [6:0] io_seg,
  output [3:0] io_an
);
  wire [3:0] sevenseg_io_in;  
  wire [6:0] sevenseg_io_out;  
  reg [25:0] cntReg;  
  reg [3:0] segin;  
  wire [3:0] _segin_T_1 = segin + 4'h1;  
  wire [25:0] _cntReg_T_1 = cntReg - 26'h1;  
  SevenSegDec sevenseg (  
    .io_in(sevenseg_io_in),
    .io_out(sevenseg_io_out)
  );
  assign io_seg = sevenseg_io_out;  
  assign io_an = 4'he;  
  assign sevenseg_io_in = segin;  
  always @(posedge clock) begin
    if (reset) begin  
      cntReg <= 26'h2faf080;  
    end else if (cntReg == 26'h0) begin  
      cntReg <= 26'h2faf080;  
    end else begin
      cntReg <= _cntReg_T_1;  
    end
    if (reset) begin  
      segin <= 4'h0;  
    end else if (cntReg == 26'h0) begin  
      segin <= _segin_T_1;  
    end
  end
endmodule
==> results.txt <==
run metrics: cell type contributing the most total cell area after synthesis=dfxtp_1, drt initial violations=110, worst slack at placement=4.15 ns, flip-flop and latch area=601 sq um, depth of the worst register-to-register path=6, largest fanout on the critical path=12, minimum clock period=between 3 and 4 ns, total detailed-routing wirelength=approximately 3.3 mm, CTS tree=done, count of fill cells added during filler insertion=a little over 1000, OpenROAD warning count=28, post-synthesis sequential element count=30, sequential element share of the synthesized area=0.348, switch share=0.264, number of global-route vias before repair=1249, Basic Gates by Area=0.301, setup-violating endpoint count in the final report=0, Required @ worst endpoint=6.08 ns, first drt pass iteration count=5, critical setup path kind=reg2out, count of mapped cells out of synthesis=210, number of buffers created by CTS=5, Die X-Extent=117 microns, Yosys warning count=1, Logic pwr share=0.140, transition time at the pin with the least slew margin=between 0.7 and 0.8 ns, drt wl/cell=~10 microns, area used by multi-input combinational logic=1030 sq um, clock transition at the registers of the reported paths=around 0.06 ns, ordered list of cells on the worst path=inv_1 > ha_1 > mux2_2 > a222oi_1 > inv_1 > clkdlybuf4s50_1, initial antenna violation count=0, Die Ht=117 microns, DRC Markers=0, synthesized area divided by synthesized cell count=8.23 sq um, Top delay family on crit path=buffers and inverters, Clk Latency, worst-skew pair=0.27 ns, largest net degree at the start of global routing=17, startpoint class of the critical path=flip-flop, final weighted congestion of routability-driven global placement=0.818, number of post-CTS setup repair buffers=0, share of flip-flops with an asynchronous set or reset=0, TritonCTS sink count=30, mux cell area share after synthesis=0.0253, final worst-path cycle share=0.495, cell leakage power=0.662 nW, PD cells=180 nW/um^2, setup skew after layout=0.00564 ns, core region area=9200 sq um, post-synthesis share of cell area spent on and-or and or-and gates=0.169, met2 routed wirelength=about 1.3 mm, timing startpoint of the critical path=segin[1], all-layer global routing usage=0.0490, Longest Clk Path Bufs=2, internal power of the cells=0.261 mW, Yosys top cell area share=0.348, summed area of non-filler cells in the final layout=1970 sq um, setup slack after layout=approximately 3.8 ns, number of nets still failing antenna checks after routing=0, count of port buffers added during placement=8, Post-Syn Area=approximately 1700 sq um, final core utilization=0.215, switching component of the power=~0.094 mW, hold bufs inserted after CTS=0, dominant kind of combinational cell=simple AND/OR/NAND/NOR gates, number of H-tree levels=2, max-slew headroom at the worst pin=0.468, via density per instance=4.42, post-route setup TNS=0 ns, number of synthesized flops with an enable pin=0, total cell area at the placement stage=1890 sq um, CP peak stage delay=0.41 ns, library cell used as clock root buffer=clkbuf_8, share of synthesized cell area in full adder, half adder and majority cells=0.0362, highest metal layer with signal wires=met3, share of cells above drive strength 1=0.0748, Max VDD drop=between 70 and 80 uV, half-perimeter wire length of the detailed placement result=approximately 2.3 mm, setup repair after global routing missed its margin=no, result of the run=finished, final reports clean, endpoint of the worst register-to-register path=cntReg[3], Worst R2R Setup Slack=about 5.1 ns, Hold EP=cntReg[0], FP Util=0.188, proportion of power drawn by flip-flops and latches=0.516, most used cell, CP=inv_1, Final Total Pwr=0.355 mW, xor and xnor fraction of the mapped netlist area=0.0558, diode insertion count for antenna repair=0, area growth from synthesis to layout=14.2%, detailed route wirelength on metal3=185 microns, max-cap check violation count=0, Worst Hold Depth=1, detailed-route via count=1435, buffers and inverters on the worst path=3, worst reg2reg path startpoint=cntReg[0], clock network fraction of total power=0.344, Distinct lib cells used=about 46, number of hold violations in the final report=0, cell count in the Yosys report=210, global-route congestion overflow total=0, boundary pin count=13, number of instances resized during post-cts repair=0, worst min path class=reg2reg, number of standard-cell rows in the floorplan=35, Worst path slowest cell=clkdlybuf4s50_1, dominant register cell=dfxtp_1, die area=~14000 sq um, length of routed wiring on met1=around 1.8 mm, wire length of the first global-routing pass=5.66 mm, yosys synthesis chip area=1730 sq um, startpoint of the tightest hold check path=cntReg[0], synth top area cells=dfxtp_1, nor2_1, nand3_1, arrival time reported for the critical path endpoint=2.24 ns, highest clock frequency the design can meet=266 MHz, element type at the critical path end=output pin, number of pins with negative max-slew slack in the final report=0
## synth_stat cells, drive strengths merged, types with 3 or more instances
cell and count:
nor2b 4, mux2 3, buf 5, o21ai 10, ha 5, clkbuf 8
nor3 8, nand2b 3, nor2 24, xor2 8, dfxtp 30, inv 9
or4 5, nand4 7, or3 5, nand2 12, xnor2 3, o31ai 9
nor4 6, a21oi 7, nand3 14
## sequential cells by signal, summed over array words and instances (netlist names)
name / flops
cntReg: 26
segin: 4
## how the worst max path moves through the flow
stage,end,slack (ns),cells past startpoint
4_1_cts,io_seg[5],3.85,7
5_1_grt,io_seg[4],3.67,6
6_report,io_seg[4],3.84,6
## cells by family (layout without fill, tap and decap cells)
family	after synthesis	after routing
other	2	4
AOI/OAI and AO/OA	42	42
buffers and inverters	22	24
muxes	4	4
DFF	30	30
adders and majority gates	5	5
and+or+nand+nor	94	94
xor gates and xnor gates	11	11
## metal layers
| layer | vias up | track usage |
|---|---|---|
| li1 | 769 | - |
| met1 | 637 | 0.0735 |
| met2 | 29 | 0.0716 |
| met3 | 0 | 0.0124 |
| met4 | 0 | 0.00494 |
| met5 | - | 0 |
## metrics by stage
step / instances / hold slack [ns]
6_report: 325 / 0.468
3_3_place_gp: 319 / 0.445
4_1_cts: 325 / 0.467
5_1_grt: 325 / 0.501
3_5_place_dp: 319 / 0.453
2_1_floorplan: 212 / 0.425
## power by group through the flow
stage     registers [mW]  logic [mW]  clock network [mW]
4_1_cts            0.183      0.0497               0.127
6_report           0.183      0.0496               0.122
5_1_grt            0.185      0.0552               0.136
## layout make-up
cell class,instances,area share
Clock buffer,6,0.0419
Inverter,9,0.0171
Multi-Input combinational cell,160,0.522
Sequential cell,30,0.304
Tap cell,111,0.0704
Timing Repair Buffer,9,0.0444
## placed cells by master, fill, tap and decap left out, types with 7 or more instances in the layout
cell             instances
clkdlybuf4s50_1          8
o31ai_1                  8
nor2_1                  24
nand2_1                 12
nand3_1                 14
o21ai_0                 10
nor3_1                   8
dfxtp_1                 30
a21oi_1                  7
xor2_1                   8
inv_1                    9
Power figures rest on the tool's default switching activity, not on a simulated workload.
